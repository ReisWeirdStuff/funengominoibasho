File: flow/design.v
`timescale 1ns / 1ps
module fifo_512x8 (
 din
, write_busy
, fifo_full
, dout
, read_busy
, fifo_empty
, fifo_clk
, reset_
, fifo_flush
);
input [16-1:0] din;
input write_busy;
input read_busy;
input fifo_clk;
input reset_;
input fifo_flush;
output [16-1:0] dout;
output fifo_empty;
output fifo_full;
reg  [16-1:0] dout;
reg  fifo_full;
reg  fifo_empty;
reg  [9:0] write_occupancy;
reg  [9:0] read_occupancy;
reg  [9:0] next_write_occupancy;
reg  [9:0] next_read_occupancy;
wire [8:0] next_write_ptr;
reg  [8:0] write_ptr;
wire [8:0] next_read_ptr;
reg  [8:0] read_ptr;
reg  [16-1:0] data_array[512-1:0];
wire [8:0] read_index;
wire [16-1:0] dout_next;
reg  write_busy_d;
always @(posedge fifo_clk or negedge reset_) begin
	if (!reset_) begin 
		write_ptr <= 9'b0;
	end else begin 
		write_ptr <= next_write_ptr;
	end 
end  
assign next_write_ptr =  fifo_flush ? 9'b0 : (write_ptr + (write_busy & ~fifo_full));
always @(posedge fifo_clk or negedge reset_) begin
	if (!reset_) begin 
       		read_ptr <= 9'b0;
  	end else begin  
		read_ptr <= next_read_ptr;
	end 
end  
assign next_read_ptr = fifo_flush ? 9'b0 : (read_ptr + (read_busy & ~fifo_empty));
assign read_index[9-1:0] = read_busy ? next_read_ptr : read_ptr;
always @(posedge fifo_clk)
	if (write_busy )
		data_array[write_ptr] <= din;
always @(posedge fifo_clk) begin
	dout <= dout_next; 
end
assign dout_next = {data_array[read_index[9-1:0]]};
always @(posedge fifo_clk or negedge reset_) begin
	if (!reset_) begin 
		write_occupancy <= 9'b0;
	end else begin 
		write_occupancy <= next_write_occupancy;
	end 
end
always @(posedge fifo_clk or negedge reset_) begin
	if (!reset_) begin 
		read_occupancy <= 9'b0;
	end else begin 
		read_occupancy <= next_read_occupancy;
	end 
end
always @(posedge fifo_clk or negedge reset_) begin
        if(!reset_) begin 
                write_busy_d <= 1'b0;
        end else begin  
                write_busy_d <= write_busy;
        end 
end
always @(*) begin
	if (fifo_flush) begin 
		next_read_occupancy = 9'b0; 
	end else begin 
		case ({write_busy_d,read_busy})
			2'b00: 	next_read_occupancy = read_occupancy;
			2'b01:	next_read_occupancy = read_occupancy - 1;
			2'b10:  next_read_occupancy = read_occupancy + 1;
			2'b11: 	next_read_occupancy = read_occupancy;
			default:   next_read_occupancy = read_occupancy;
		endcase	
	end 
end
always @(*) begin
	if (fifo_flush) begin 
		next_write_occupancy = 9'b0; 
	end else begin 
		case ({write_busy,read_busy})
			2'b00: 	next_write_occupancy = write_occupancy;
			2'b01:	next_write_occupancy = write_occupancy - 1;
			2'b10: 	next_write_occupancy = write_occupancy + 1;
			2'b11: 	next_write_occupancy = write_occupancy;
			default:   next_write_occupancy = write_occupancy;
		endcase
	end 
end
always @(posedge fifo_clk or negedge reset_) begin
		if (!reset_)
			fifo_full <= 0;
		else if (next_write_occupancy == 512)
			fifo_full <= 1;
		else 
			fifo_full <= 0; 
end
always @(posedge fifo_clk or negedge reset_) begin
		if (!reset_)
			fifo_empty <= 1;
		else if (next_read_occupancy == 0)
			fifo_empty <= 1;
		else
			fifo_empty <= 0;
end
// synthesis translate_off
always @(posedge fifo_clk) begin
	if (fifo_full && write_busy) begin
		$display("ERROR: %m: Fifo overflow at time %t", $time);
		$finish;
	end
end  
// synthesis translate_on
// synthesis translate_off
always @(posedge fifo_clk) begin
	if (fifo_empty && read_busy) begin
		$display("ERROR: %m: Fifo underflow at time %t", $time);
		$finish;
	end
end  
// synthesis translate_on
endmodule
module fx2lp_fifo_loopback_icesugarpro_top(
	rst,
	led_g,
	led_r,
	led_b,
	fx2_IFCLK,
	fx2_PB0, fx2_PB1, fx2_PB2, fx2_PB3, fx2_PB4, fx2_PB5, fx2_PB6, fx2_PB7,   
	fx2_PD0, fx2_PD1, fx2_PD2, fx2_PD3, fx2_PD4, fx2_PD5, fx2_PD6, fx2_PD7,   
	fx2_CTL0_FLAGA,    
	fx2_PA7_FLAGD,     
	fx2_PA4_FIFOADR0,
	fx2_PA5_FIFOADR1,
	fx2_PA2_SLOE,
	fx2_RDY0_SLRD,
	fx2_RDY1_SLWR,
	fx2_PA6_PKTEND
);
input rst;
output led_g;
output led_r;
output led_b;
input fx2_IFCLK;
inout fx2_PB0, fx2_PB1, fx2_PB2, fx2_PB3, fx2_PB4, fx2_PB5, fx2_PB6, fx2_PB7;
inout fx2_PD0, fx2_PD1, fx2_PD2, fx2_PD3, fx2_PD4, fx2_PD5, fx2_PD6, fx2_PD7;
input fx2_CTL0_FLAGA;    
input fx2_PA7_FLAGD;     
output fx2_PA4_FIFOADR0;
output fx2_PA5_FIFOADR1;
output fx2_PA2_SLOE;
output fx2_RDY0_SLRD;
output fx2_RDY1_SLWR;
output fx2_PA6_PKTEND;
wire [15:0] fdata_in;
assign fdata_in = {fx2_PD7, fx2_PD6, fx2_PD5, fx2_PD4, fx2_PD3, fx2_PD2, fx2_PD1, fx2_PD0,
                   fx2_PB7, fx2_PB6, fx2_PB5, fx2_PB4, fx2_PB3, fx2_PB2, fx2_PB1, fx2_PB0};
reg [15:0] data_out;
wire data_out_en;
assign fx2_PB0 = data_out_en ? data_out[0]  : 1'bz;
assign fx2_PB1 = data_out_en ? data_out[1]  : 1'bz;
assign fx2_PB2 = data_out_en ? data_out[2]  : 1'bz;
assign fx2_PB3 = data_out_en ? data_out[3]  : 1'bz;
assign fx2_PB4 = data_out_en ? data_out[4]  : 1'bz;
assign fx2_PB5 = data_out_en ? data_out[5]  : 1'bz;
assign fx2_PB6 = data_out_en ? data_out[6]  : 1'bz;
assign fx2_PB7 = data_out_en ? data_out[7]  : 1'bz;
assign fx2_PD0 = data_out_en ? data_out[8]  : 1'bz;
assign fx2_PD1 = data_out_en ? data_out[9]  : 1'bz;
assign fx2_PD2 = data_out_en ? data_out[10] : 1'bz;
assign fx2_PD3 = data_out_en ? data_out[11] : 1'bz;
assign fx2_PD4 = data_out_en ? data_out[12] : 1'bz;
assign fx2_PD5 = data_out_en ? data_out[13] : 1'bz;
assign fx2_PD6 = data_out_en ? data_out[14] : 1'bz;
assign fx2_PD7 = data_out_en ? data_out[15] : 1'bz;
wire flaga = fx2_CTL0_FLAGA;   
wire flagd = fx2_PA7_FLAGD;    
reg slrd_n;
reg slwr_n;
reg sloe_n;
reg [15:0] fifo_data_in;
wire [15:0] fifo_data_out;
reg [1:0] faddr_n;
parameter [1:0] loop_back_idle       = 2'd0;
parameter [1:0] loop_back_read       = 2'd1;
parameter [1:0] loop_back_wait_flagd = 2'd2;
parameter [1:0] loop_back_write      = 2'd3;
reg [1:0] current_loop_back_state;
reg [1:0] next_loop_back_state;
wire fifo_full;
wire fifo_empty;
wire fifo_push;
wire fifo_pop;
reg [24:0] heartbeat_cnt;
reg heartbeat_led;
assign fx2_RDY1_SLWR = slwr_n;
assign fx2_RDY0_SLRD = slrd_n;
assign fx2_PA2_SLOE  = sloe_n;
assign fx2_PA4_FIFOADR0 = faddr_n[0];
assign fx2_PA5_FIFOADR1 = faddr_n[1];
assign fx2_PA6_PKTEND = 1'b1;   
assign data_out_en = ~slwr_n;
assign led_g = ~fifo_empty;   
assign led_r = fifo_full;     
assign led_b = heartbeat_led;   
always @(posedge fx2_IFCLK or negedge rst) begin
	if (rst == 1'b0) begin
		heartbeat_cnt <= 25'd0;
		heartbeat_led <= 1'b0;
	end else begin
		if (heartbeat_cnt >= 25'd23999999) begin   
			heartbeat_cnt <= 25'd0;
			heartbeat_led <= ~heartbeat_led;
		end else begin
			heartbeat_cnt <= heartbeat_cnt + 1'b1;
		end
	end
end
always @(*) begin
	if ((current_loop_back_state == loop_back_idle) || (current_loop_back_state == loop_back_read)) begin
		faddr_n = 2'b00;   
	end else begin
		faddr_n = 2'b10;   
	end
end
always @(*) begin
	if ((current_loop_back_state == loop_back_read) && (flaga == 1'b1)) begin
		slrd_n = 1'b0;
		sloe_n = 1'b0;
	end else begin
		slrd_n = 1'b1;
		sloe_n = 1'b1;
	end
end
assign fifo_push = ((slrd_n == 1'b0) && (fifo_full == 1'b0));
always @(*) begin
	if (slrd_n == 1'b0)
		fifo_data_in = fdata_in;
	else
		fifo_data_in = 16'h0000;
end
always @(*) begin
	if ((current_loop_back_state == loop_back_write) && (flagd == 1'b1) && (fifo_empty == 1'b0))
		slwr_n = 1'b0;
	else
		slwr_n = 1'b1;
end
assign fifo_pop = ((slwr_n == 1'b0) && (fifo_empty == 1'b0));
always @(posedge fx2_IFCLK or negedge rst) begin
	if (rst == 1'b0)
		current_loop_back_state <= loop_back_idle;
	else
		current_loop_back_state <= next_loop_back_state;
end
always @(*) begin
	next_loop_back_state = current_loop_back_state;
	case (current_loop_back_state)
		loop_back_idle: begin
			if (flaga == 1'b1)
				next_loop_back_state = loop_back_read;
			else
				next_loop_back_state = loop_back_idle;
		end
		loop_back_read: begin
			if (flaga == 1'b0)
				next_loop_back_state = loop_back_wait_flagd;
			else
				next_loop_back_state = loop_back_read;
		end
		loop_back_wait_flagd: begin
			if (flagd == 1'b1)
				next_loop_back_state = loop_back_write;
			else
				next_loop_back_state = loop_back_wait_flagd;
		end
		loop_back_write: begin
			if ((flagd == 1'b0) || (fifo_empty == 1'b1))
				next_loop_back_state = loop_back_idle;
			else
				next_loop_back_state = loop_back_write;
		end
		default:
			next_loop_back_state = loop_back_idle;
	endcase
end
always @(*) begin
	if (slwr_n == 1'b1)
		data_out = 16'h0000;
	else
		data_out = fifo_data_out;
end
fifo_512x8 fifo_inst (
	.din        (fifo_data_in),
	.write_busy (fifo_push),
	.fifo_full  (fifo_full),
	.dout       (fifo_data_out),
	.read_busy  (fifo_pop),
	.fifo_empty (fifo_empty),
	.fifo_clk   (fx2_IFCLK),
	.reset_     (rst),
	.fifo_flush (current_loop_back_state == loop_back_idle)
);
endmodule
File: flow/run.sh
#!/bin/bash
# OpenROAD 26Q1-2900-gdf79404cd8, Yosys 0.63+post, stock flow scripts
make -C /OpenROAD-flow-scripts/flow DESIGN_CONFIG=/design/flow/config.mk WORK_HOME=/design/flow/orfs finish
File: flow/config.mk
export PLATFORM = sky130hd
export DESIGN_NAME = fx2lp_fifo_loopback_icesugarpro_top
export DESIGN_NICKNAME = fx2lp_fifo_loopback_icesugarpro_top
export VERILOG_FILES = /design/flow/design.v
export SDC_FILE = /design/flow/constraint.sdc
export NUM_CORES = 4
export LEC_CHECK = 1
export CORE_UTILIZATION = 30
export SYNTH_MEMORY_MAX_BITS = 65536
File: flow/constraint.sdc
current_design fx2lp_fifo_loopback_icesugarpro_top

set clk_period 401.0
set clk_io_pct 0.2

create_clock -name clk0 -period $clk_period [get_ports {fx2_IFCLK}]

set non_clock_inputs [all_inputs -no_clocks]
set_input_delay [expr $clk_period * $clk_io_pct] -clock clk0 $non_clock_inputs
set_output_delay [expr $clk_period * $clk_io_pct] -clock clk0 [all_outputs]
==> impl_metrics.json <==
{
  "status": "stopped before the end",
  "stop_stage": "clock tree synthesis (4_1_cts)",
  "tool.error": "[error] [KeplerFormal.cpp:679] Workflow failed: Iso has multiple drivers: .fx2_PB00, fx2_PB0$_DFF_P_.Q0",
  "yosys-top-cells-area": "edfxtp_1 75%, nand2_1 6.9%, nand3_1 3.7%",
  "yosysCellCount": 24000,
  "gp_congestion": 0.903,
  "synth_top_area_share_pct": 75.1,
  "rows": 383,
  "place_inst": 37900,
  "synth_chip_area_um2": 327000,
  "placed_area_um2": 348000,
  "netlist_area_um2": 327000,
  "portBuffers": 10,
  "async_flop_share_pct": 0.858,
  "ios": 29,
  "postCtsHoldBufs": 0,
  "die_w_um": 1050,
  "yosysUniqueCellTypes": 90,
  "ff_type": "edfxtp_1",
  "clock-sinks": 8279,
  "seq_area_frac_synth_pct": 75.8,
  "fp_util_pct": 30.1,
  "cts_buffers": 805,
  "cts_setup_buffers": 0,
  "clockRootBuffer": "clkbuf_16",
  "dp_hpwl_um": 569000,
  "postSynthCellCount": 24000,
  "clockBufferDepth": 5,
  "syn_area_per_cell_um2": 13.6,
  "edf_count": 8192,
  "htree_levels": 6,
  "yosys.area.top_type": "edfxtp_1",
  "ys.flops": 8279,
  "yosys_warnings": 19,
  "cts_resized": 0,
  "die_h_um": 1050
}
cell families after synthesis:
logic type | synth area share, %
AND/OR/NAND/NOR | 13.1
flip-flops | 75.8
AND-OR/OR-AND | 6.84
buffers and inverters | 2.22
multiplexers | 1.79
XOR/XNOR | 0.131
adder cells (fa/ha/maj) | 0.115
other | 0.00229
per-stage QoR:
stage | hold slack, ns | worst slack [ns]
3_5_place_dp | 0.448 | 239.40
2_1_floorplan | 0.420 | 239.23
3_3_place_gp | 0.442 | 239.36
Yosys cell counts (30+ instances only):
master,count
a32oi_1,87
a21oi_1,1650
nand4_1,55
and3_1,361
nor3_1,63
edfxtp_1,8192
buf_1,397
a311oi_1,156
nor4_1,214
nand3_1,2431
or4_1,42
a31oi_1,172
o2111ai_1,44
o21ai_0,163
a32o_1,44
mux2i_1,353
nand2_1,5985
o211ai_1,45
a2111oi_0,35
clkbuf_1,805
a211oi_1,30
buf_2,482
o22ai_1,209
nor2_1,709
dfrtp_1,69
a22oi_1,280
a221oi_1,407
mux4_2,100
or3_1,38
